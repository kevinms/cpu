==> ./design.v <==
module test(
	output [15:0] A,
	output [15:0] B,
	output [15:0] C,
	input clk
);
	reg [47:0] counter = 0;
	always @(posedge clk) begin
		counter = counter + 1;
	end
	assign A[15:0] = counter[35:20];
	assign B[15:0] = counter[31:16];
	assign C[15:0] = counter[15:0];
endmodule
==> ./run.sh <==
#!/bin/bash
# OpenROAD 26Q1-2900-gdf79404cd8, Yosys 0.63+post, stock flow scripts
make -C /OpenROAD-flow-scripts/flow DESIGN_CONFIG=/design/flow/config.mk WORK_HOME=/design/flow/orfs finish
==> ./config.mk <==
export PLATFORM = sky130hd
export DESIGN_NAME = test
export DESIGN_NICKNAME = test
export VERILOG_FILES = /design/flow/design.v
export SDC_FILE = /design/flow/constraint.sdc
export NUM_CORES = 4
export LEC_CHECK = 1
export CORE_AREA = 10 10 96 96
export DIE_AREA = 0 0 106 106
==> ./constraint.sdc <==
current_design test

set clk_period 7.8
set clk_io_pct 0.2

create_clock -name clk0 -period $clk_period [get_ports {clk}]

set non_clock_inputs [all_inputs -no_clocks]
set_input_delay [expr $clk_period * $clk_io_pct] -clock clk0 $non_clock_inputs
set_output_delay [expr $clk_period * $clk_io_pct] -clock clk0 [all_outputs]
==> out/results.ini <==
[cts]
numCtsBuffers = 5
cts-htree-levels = 2
cts_tree = done
clockRootBuffer = clkbuf_8
holdBufCountCts = 0
path_clk_slew_ns = 0.07
cts_resized = 0
cts_sinks = 36
clock_latency_ns = 0.29
clockBufferDepth = 2
postCtsSetupBuffers = 0

[place]
io_buffers = 48
routabilityCongestion = 0.775
dp.cells = 282
pre_cts_ws_ns = 5.30
hpwl_um = 2620

[yosys]
synth_cells = 149
yosys_area_um2 = 1520
netlist_area_um2 = 1520
ys_types = 21
yosysCellCount = 149
avgSynthCellArea_um2 = 10.2
numSynthFlops = 36
postSynthSeqShare = 0.476
synth_warnings = 1

[drt]
via_per_inst = 3.89
wl_per_cell_um = 11.8
antenna_left = 0
drc = 0
wl_met2_um = 1510
wl_met1_um = 1600
diodes = 0
drt_first_iter_violations = 72
routed_wl_um = 3430
dr_wl_met3_um = 244
via_count = 1128
top_layer_used = met4
dr.pass1.iters = 4

[worst_setup_path]
critPathSlowestCell = clkdlybuf4s50_1
critical_path_class = reg2out
worst_setup_path_end_kind = output pin
cp_num_buf_inv = 1
max_stage_delay_ns = 0.51
cp.arrival_ns = 1.24
critPathLaunchType = register
crit_required_ns = 6.24
cp_top_family = buffers and inverters
cp_max_fo = 6
worstPathCellList = clkdlybuf4s50_1

[final_timing]
timing.final.ws_setup_ns = 5.00
finClkSkew_ns = 0.00820
setup_violations = 0
fmax_ghz = 0.358
final-hold-violation-count = 0
hold_ws_ns = 0.429
min_period_ns = 2.80
finalCritPeriodShare = 0.359
rsz0062_at_grt = no
worstMarginPinSlew_ns = 0.736
slew_violations = 0
final.setup.tns_ns = 0
relSlewSlack = 0.506

[final_layout]
areaGrowthSynthToFinish_pct = 40.7
finalNonFillerCells = 290
layout-drive-gt1-share = 0.0733
fillers = 776
comb_area_um2 = 677
largest_register_ffs = 36
seq_area_um2 = 721

[grt]
grt_max_degree = 16
grt_pass1_vias = 1082
grt_remaining_overflow = 0
grt_pass1_wl_um = 5750
antenna_found_initial = 0
grt_use_total = 0.0605

[die]
io_pins = 49
rows = 31
fp_util = 0.210
die_w_um = 106
dieArea_um2 = 11200
coreArea_um2 = 7210
die_h_um = 106

[power]
seqPwrFrac = 0.528
combPwrFrac = 0
clkPwrFrac = 0.472
switching_power_mw = 0.0696
ir_drop_mv = 0.0780
power_density_nw_per_um2 = 163
power_mw = 0.348
p_int_mw = 0.278
switching_share = 0.200
p_leak_nw = 0.708

[flow_run]
warnings = 25
max_cap_violations = 0

[status]
status = finished clean

[worst_hold_path]
hp-class = reg2reg

-- final timing paths --
path	slack, ns	to	from	cells past startpoint
hold reg to reg	0.43	counter[0]	counter[0]	1
setup reg to reg	5.92	counter[35]	counter[11]	4
setup / recovery	5.00	C[3]	counter[3]	1
hold / removal	0.43	counter[0]	counter[0]	1
-- per-stage QoR --
| step | util | instance area [um^2] |
|---|---|---|
| after CTS | 0.296 | 2130 |
| after floorplan | - | 1520 |
| after global placement | 0.280 | 2020 |
| after global routing | 0.296 | 2130 |
| final | 0.296 | 2130 |
| after detailed placement | 0.280 | 2020 |
-- synth_stat cells, drive strengths merged --
library cell	number	area (um^2)
nand2	10	37.5
nor3	2	15.0
dfxtp	36	721
nand4	14	93.8
xor2	7	61.3
inv	1	3.75
nor2	5	18.8
xnor2	27	236
ha	1	12.5
and2	3	18.8
or4b	1	10.0
buf	15	110
and3	9	56.3
nand3	13	65.1
clkbuf	1	3.75
nor4	2	33.8
and4	2	17.5
-- routing by layer --
layer,vias up,track usage
li1,582,-
met1,510,0.0836
met2,31,0.0888
met3,5,0.0232
met4,0,0.0116
met5,-,0
-- cell families (layout without fill, tap and decap cells) --
kind of cell               Yosys count  after routing  share of synthesized area
DFF                                 36             36                      0.476
buffers and inverters               17             59                     0.0776
and+or+nand+nor                     61             61                      0.242
xor gates and xnor gates            34             34                      0.197
adders and majority gates            1              1                    0.00826
-- layout make-up --
type | count | area share
inverters | 1 | 0.00176
flip-flops and latches | 36 | 0.338
multi-input cells | 96 | 0.317
well taps | 99 | 0.0581
clock buffers | 5 | 0.0323
clock inverters | 3 | 0.0200
repair buffers | 50 | 0.232
-- power groups by stage --
stage	logic, mW	registers, mW	clock network (mW)
4_1_cts	0.000000364	0.184	0.171
5_1_grt	0.000000364	0.184	0.180
6_report	0.000000364	0.184	0.164
-- layout by cell type (no fill, tap or decap), types with 2 or more instances in the layout --
| cell type | synthesis | layout |
|---|---|---|
| xor2_1 | 7 | 7 |
| dfxtp_1 | 36 | 36 |
| clkbuf_8 | 0 | 5 |
| nand4_1 | 13 | 13 |
| xnor2_1 | 27 | 27 |
| buf_4 | 14 | 2 |
| nand3_1 | 13 | 13 |
| clkdlybuf4s50_1 | 0 | 48 |
| nor2_1 | 5 | 5 |
| nand2_1 | 10 | 10 |
| and4_1 | 2 | 2 |
| and3_1 | 9 | 9 |
| and2_1 | 3 | 3 |
Power is estimated from default activity; no workload was simulated.
