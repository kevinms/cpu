==> flow/design.v <==
`timescale 1ns / 1ps
module spi_master(
	output reg       sck,
	output reg       mosi,
	input            miso,
	output reg [7:0] ss,
	input            clk,
	input            reset,
	input            write,
	output           busy,
	input      [7:0] din,
	output reg [7:0] dout,
	input cpol,
	input cpha
);
	initial begin
		mosi = 0;
	end
	reg [7:0] din_reg;
	reg [3:0] count = 8;
	always @(negedge sck) begin
		mosi <= din_reg[7];
		din_reg <= {din_reg[6:0], din_reg[7]};
	end
	always @(posedge sck) begin
		dout <= {dout[6:0], miso};
	end
	localparam
		Reset = 2'h0,
		Idle = 2'h1,
		Busy = 2'h2;
	reg [1:0] state = Reset;
	assign busy = (state == Busy);
	always @(posedge clk) begin
		case (state)
			Reset : begin
				sck <= cpol;
				count <= 8;
				dout <= 0;
				mosi <= 0;
				state <= Idle;
			end
			Idle : begin
				if (write) begin
					din_reg <= {din[6:0], din[7]};
					state <= Busy;
					mosi <= din[7];
				end
				if (reset) begin
					state <= Reset;
				end
			end
			Busy : begin
				sck <= ~sck;
				if (sck) begin
					count <= count - 1;
				end
				if (count == 0) begin
					sck <= cpol;
					count <= 8;
					state <= Idle;
				end
			end
		endcase
	end
endmodule
==> flow/run.sh <==
#!/bin/bash
# OpenROAD 26Q1-2900-gdf79404cd8, Yosys 0.63+post, stock flow scripts
make -C /OpenROAD-flow-scripts/flow DESIGN_CONFIG=/design/flow/config.mk WORK_HOME=/design/flow/orfs finish
==> flow/config.mk <==
export PLATFORM = sky130hd
export DESIGN_NAME = spi_master
export DESIGN_NICKNAME = spi_master
export VERILOG_FILES = /design/flow/design.v
export SDC_FILE = /design/flow/constraint.sdc
export NUM_CORES = 4
export LEC_CHECK = 1
export CORE_AREA = 10 10 88 88
export DIE_AREA = 0 0 98 98
==> flow/constraint.sdc <==
current_design spi_master

set clk_period 2.3
set clk_io_pct 0.2

create_clock -name clk0 -period $clk_period [get_ports {clk}]

set non_clock_inputs [all_inputs -no_clocks]
set_input_delay [expr $clk_period * $clk_io_pct] -clock clk0 $non_clock_inputs
set_output_delay [expr $clk_period * $clk_io_pct] -clock clk0 [all_outputs]
==> results.cfg <==
; generated from flow reports
[run_status]
status = did not finish
haltStage = synthesis
error = ERROR: Found 9 problems in 'check -assert'.

[yosys]
ys_cells = 69
ys_types = 19
ys_seq_share_pct = 69.02
yosys_warnings = 1
synth_flop_count = 25
ys_area_um2 = 957.2
logic make-up after synthesis:
kind of cell,after synthesis,synth area share (%)
AND/OR/NAND/NOR,13,8.628
AND-OR/OR-AND,5,3.268
flip-flops,25,69.02
other,1,0.3918
XOR/XNOR,1,0.9152
adder cells (fa/ha/maj),1,1.307
multiplexers,1,1.568
buffers and inverters,22,14.90
Yosys cell counts (all sizes together):
| master | n | share of area, % |
|---|---|---|
| buf | 16 | 13 |
| edfxtp | 16 | 50 |
| dfxtp | 9 | 19 |
| inv | 6 | 2.4 |
| nor2 | 5 | 2.0 |
| nand2b | 3 | 2.7 |
| a21oi | 2 | 1.0 |
| nor3 | 2 | 1.0 |
| o21ai | 2 | 1.4 |
| conb | 1 | 0.39 |
| ha | 1 | 1.3 |
| mux2 | 1 | 1.6 |
| nor2b | 1 | 1.4 |
| o21a | 1 | 0.78 |
| or2b | 1 | 0.78 |
| or3 | 1 | 0.65 |
| xnor2 | 1 | 0.92 |
